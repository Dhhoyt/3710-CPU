**design/flow/constraint.sdc**
```tcl
current_design binary_to_bcd

set clk_period 19.5
set clk_io_pct 0.2

create_clock -name clk0 -period $clk_period

set non_clock_inputs [all_inputs -no_clocks]
set_input_delay [expr $clk_period * $clk_io_pct] -clock clk0 $non_clock_inputs
set_output_delay [expr $clk_period * $clk_io_pct] -clock clk0 [all_outputs]
```
**design/flow/config.mk**
```make
export PLATFORM = sky130hd
export DESIGN_NAME = binary_to_bcd
export DESIGN_NICKNAME = binary_to_bcd
export VERILOG_FILES = /design/flow/design.v
export SDC_FILE = /design/flow/constraint.sdc
export NUM_CORES = 4
export LEC_CHECK = 1
export CORE_AREA = 10 10 114 114
export DIE_AREA = 0 0 124 124
```
**design/flow/design.v**
```verilog
module binary_to_bcd (
    input      [15:0] binary,   
    output reg [19:0] bcd       
);
    integer i;  
    always @(*) begin
        bcd = 20'b0;
        for (i = 15; i >= 0; i = i - 1) begin
            if (bcd[3:0]   >= 5) bcd[3:0]   = bcd[3:0]   + 3;
            if (bcd[7:4]   >= 5) bcd[7:4]   = bcd[7:4]   + 3;
            if (bcd[11:8]  >= 5) bcd[11:8]  = bcd[11:8]  + 3;
            if (bcd[15:12] >= 5) bcd[15:12] = bcd[15:12] + 3;
            bcd = {bcd[18:0], binary[i]};
        end
    end
endmodule
```
**design/flow/run.sh**
```bash
#!/bin/bash
# OpenROAD 26Q1-2900-gdf79404cd8, Yosys 0.63+post, stock flow scripts
make -C /OpenROAD-flow-scripts/flow DESIGN_CONFIG=/design/flow/config.mk WORK_HOME=/design/flow/orfs finish
```
==> flow_summary.toml <==
# physical design summary
[drt]
wirelength_um = 15700
route.detailed.drc = 0
n_antenna_cell = 0
drtIter0Drc = 593
wl_per_cell_um = 15.1
antenna_left = 0
first_pass_iters = 5
via_per_inst = 6.54
vias = 6769

[final_layout]
drive_above_1_share_pct = 20.5
final_cell_mix = "79 x nand2_1, 57 x a21oi_1, 54 x nor2_1, 54 x o21ai_0, 45 x buf_4"
n_clock_buffer = 0
stdcell_count = 1035
area_growth_pct = 13.3
final_common_cell = "nand2_1"
flop_area_um2 = 0
seq_cell_count = 0
design_area_mm2 = 0.00661
fill_cells = 910
mi_logic_area_mm2 = 0.00559

[job]
maxCapViolCount = 0
warnings = 37

[timing]
setup_ws_ps = 523
hold_violations = 0
fin_crit_ps = 18980
finalCritPeriodShare_pct = 97.3
relSlewSlack_pct = 51.3
fmax_ghz = 0.0527
setup_viol = 0
max_slew.worst_pin.slew_ps = 729
report.final.slew_viol_count = 0

[global_route]
met2_usage_pct = 30.2
grt_usage_pct = 19.3
grt_max_degree = 20
gr-total-overflow = 0
grt_pass1_vias = 5717
grtUsageMet3_pct = 1.19
busiest_layer = "met2"
grt_pass1_wl_um = 26200
use_met1_pct = 29.1
antenna_found_initial = 0

[floorplanning]
rows = 37
fp.dieW_um = 124
dieArea_mm2 = 0.0154
core-area_mm2 = 0.0104
fp_util_pct = 56.0
die.size.y_um = 124
ios = 36

[yosys]
synth_cell_types = 117
area_leaders = "a21oi_1 5.3%, ha_1 5.2%, nand2_1 5.2%, o21ai_0 4.9%, nor2_1 3.6%"
syn_avg_cell_area_um2 = 6.68
netlist_area_mm2 = 0.00583
yosys_cells = 872
ys_seq_share_pct = 0
yosys_area_mm2 = 0.00583
top_cell_area_share_pct = 5.32
synth_cells = 872
top_area_cell = "a21oi_1"
yosys_warnings = 1

[critical_path]
crit_fanout = 8
crit_path_start_kind = "input pin"
required_ps = 15600
critPathKind = "input pin to output port"
cp-end-kind = "output port"
max_stage_delay_ps = 540
arrival_ps = 15080
slowest_stage = "or4_1"

[placement]
dp.final_hpwl_um = 11800
pre_cts_ws_ps = -385
place_inst = 1014
place_congestion = 0.947
io_buffers = 34
place_area_mm2 = 0.00626

[min_path]
hp-class = "input pin to output port"

[clocking]
cts-hold-fix-buffers = 0

[status]
status = "completed"
kinds of logic (layout without fill, tap and decap cells):
logic type | after synthesis | in the layout | synth area share [%]
compound gates | 369 | 369 | 48.6
simple gates | 330 | 330 | 29.2
buf+inv | 96 | 123 | 7.23
mux | 28 | 28 | 5.17
fa+ha+maj | 26 | 26 | 5.50
xor+xnor | 23 | 23 | 4.29
per-layer routing:
metal	up-vias	share of wire [%]
met5	-	0
met4	0	0.85
met3	12	5.6
met2	226	44
met1	3085	50
li1	3446	-
what timing repair did:
item / in CTS / in global routing
resized: 7 / 40
pin swaps: 3 / 15
endpoints found under the setup margin: 8 / 13
setup buffers: 2 / 19
cell type report:
cell class	count	share of cell area [%]
multi-input combinational	776	84.6
timing repair buffer	79	10.3
tap	136	2.58
inverter	44	2.54
metrics by stage:
| step | utilization, % | hold slack (ps) | TNS, ps |
|---|---|---|---|
| floorplan | - | 7870 | 0 |
| CTS | 60.5 | 7800 | 0 |
| global placement | 60.1 | 7800 | 0 |
| global route | 63.4 | 7800 | -563 |
| finish | 63.4 | 7800 | 0 |
| detailed placement | 60.1 | 7800 | -1650 |
cell usage after synthesis, drive strengths merged, types with 5 or more instances:
cell type	number
mux2i	20
a21boi	6
nand4	12
buf	26
ha	24
nor2b	9
o221ai	10
and3	6
nor3	41
o211ai	24
nand2	85
a21oi	70
nand2b	15
xnor2	23
and2	16
inv	40
a32oi	7
o211a	6
o21ai	74
or3	13
nor2	62
o31a	5
a22oi	7
a31o	5
a311oi	6
mux2	8
o21a	11
o22ai	14
nor4	9
a2bb2oi	8
or2	13
a21o	12
a211oi	12
clkbuf	26
nand3	33
o31ai	14
o21bai	6
a31oi	18
path summary, 6_finish.rpt:
| path | startpoint | endpoint | cells past startpoint |
|---|---|---|---|
| worst max-delay path | binary[14] | bcd[14] | 59 |
| worst min-delay path | binary[0] | bcd[0] | 0 |
worst max-delay path, delay by kind of cell:
| family | cells | cell delay (ps) |
|---|---|---|
| XOR/XNOR | 3 | 430 |
| AND/OR/NAND/NOR | 18 | 3790 |
| AND-OR/OR-AND | 17 | 3130 |
| adder cells (fa/ha/maj) | 10 | 2130 |
| buffers and inverters | 11 | 1670 |
