`design/flow/design.v`:
```
module uartrx#(parameter BAUD_RATE=9650) (
	input clk50Mhz,
	input portRX,
	output reg [7:0] data = 86);
	parameter CLKS_PER_BIT = 50000000 / BAUD_RATE;
	parameter STATE_IDLE = 0;
	parameter STATE_START_BIT = 1;
	parameter STATE_DATA_BITS = 2;
	parameter STATE_STOP_BIT = 3;
	reg [1:0] state;
	reg [1:0] nextState;
	reg rxReg;
	reg [7:0] workingData;
	reg workingInput;
	reg  timerReset;
	reg  timerEn = 1;
	reg  [15:0] timerMaximum;
	wire [15:0] timerCount;
	wire timerRollover;
	counter #(.width(16)) timer (
						.clk(clk50Mhz),
						.reset(timerReset),
						.enable(timerEn),
						.maximum(timerMaximum),
						.count(timerCount),
						.rollover(timerRollover));
	wire [3:0] bitCount;
	wire bitCountRollover;
	reg bitCountEnable;
	counter #(.width(4)) bitCounter (
						.clk(clk50Mhz),
						.reset(timerReset),
						.enable(bitCountEnable),
						.maximum(8),
						.count(bitCount),
						.rollover(bitCountRollover));
	always @(posedge clk50Mhz) rxReg <= portRX;
	always @(*) begin
		case (state)
			STATE_IDLE: begin  
				nextState <= rxReg? STATE_IDLE : STATE_START_BIT;
			end
			STATE_START_BIT: begin  
				nextState <= timerRollover? STATE_DATA_BITS : STATE_START_BIT;
			end
			STATE_DATA_BITS:  
				nextState <= bitCountRollover? STATE_STOP_BIT : STATE_DATA_BITS;
			STATE_STOP_BIT:  
				nextState <= timerRollover? STATE_IDLE : STATE_STOP_BIT;
			default: nextState <= STATE_IDLE;
		endcase
	end
	always @(posedge clk50Mhz) begin
		state <= nextState;
		workingInput <= portRX;
	end
	always @(posedge clk50Mhz) begin
		timerMaximum <= 16'hffff;  
		timerReset <= 1;
		workingData <= workingData;
		bitCountEnable <= 0;
		data <= data;
		case (state)
			STATE_IDLE: begin
				timerReset <= 0;
				workingData <= 0;
			end
			STATE_START_BIT:
				timerMaximum <= (CLKS_PER_BIT / 2);  
			STATE_DATA_BITS: begin
				timerMaximum <= CLKS_PER_BIT;
				if (timerRollover) begin
					workingData[bitCount] <= workingInput;
					bitCountEnable <= 1;
				end
			end
			STATE_STOP_BIT: begin
				timerMaximum <= CLKS_PER_BIT;
				if (timerRollover) begin
					data <= workingData;
				end
			end
			default;
		endcase
	end
endmodule
module counter  #(parameter width = 8)
                (input clk,
                input reset,
					 input enable,
					 input [width-1:0]maximum,
					 output reg [width-1:0]count,
					 output reg rollover);
	always @ (*) begin
		rollover <= 0;
		if (count >= maximum) rollover <= 1;
	end
	always @ (posedge clk) begin
		if (reset == 0) begin
			count <= 0;
		end
		else if (enable)
			if (count >= maximum) count <= 0;
			else count <= count + 1;
	end
endmodule
```
`design/flow/run.sh`:
```
#!/bin/bash
# OpenROAD 26Q1-2900-gdf79404cd8, Yosys 0.63+post, stock flow scripts
make -C /OpenROAD-flow-scripts/flow DESIGN_CONFIG=/design/flow/config.mk WORK_HOME=/design/flow/orfs finish
```
`design/flow/config.mk`:
```
export PLATFORM = sky130hd
export DESIGN_NAME = uartrx
export DESIGN_NICKNAME = uartrx
export VERILOG_FILES = /design/flow/design.v
export SDC_FILE = /design/flow/constraint.sdc
export NUM_CORES = 4
export LEC_CHECK = 1
export CORE_UTILIZATION = 30
```
`design/flow/constraint.sdc`:
```
current_design uartrx

set clk_period 3.4
set clk_io_pct 0.2

create_clock -name clk0 -period $clk_period [get_ports {clk50Mhz}]

set non_clock_inputs [all_inputs -no_clocks]
set_input_delay [expr $clk_period * $clk_io_pct] -clock clk0 $non_clock_inputs
set_output_delay [expr $clk_period * $clk_io_pct] -clock clk0 [all_outputs]
```
==> impl_metrics.py <==
# Physical implementation metrics
metrics = {
    "sta": {
        "tightest_slew_ns": 0.785,
        "timing.final.ws_setup_ns": 1.02,
        "finalCritPeriodShare_pct": 69.9,
        "clock.fmax_mhz": 421,
        "setup_tns_ns": 0,
        "grt_setup_unrepaired": "false",
        "slew_headroom_pct": 47.6,
        "finalClockSkew_ns": 0.00589,
        "finalHoldWorstSlack_ns": 0.461,
        "drv_slew": 0,
        "setup_violations": 0,
        "hold_viol_final": 0,
        "fin_crit_ns": 2.38,
    },
    "run_status": {
        "status": "complete, no violations",
    },
    "drt": {
        "drt_iter0_markers": 61,
        "diodes": 0,
        "routed_wirelength_um": 3540,
        "routedWlPerCell_um": 11.2,
        "vias": 1448,
        "drtPass1Iterations": 4,
        "drc": 0,
        "ant_nets": 0,
        "viasPerCell": 4.58,
    },
    "cells_and_area": {
        "drive_above_1_share_pct": 8.64,
        "stdcell_count": 316,
        "fillCellCount": 705,
        "final_area_um2": 2440,
        "syn_to_final_growth_pct": 14.6,
        "fin_util_pct": 35.7,
    },
    "floorplanning": {
        "chip_area_um2": 7440,
        "core.rowCount": 30,
        "fp_util_pct": 31.2,
        "num_io_pins": 10,
        "core_um2": 6830,
        "die_x_um": 86.3,
        "die_y_um": 86.3,
    },
    "setup_path": {
        "path_cells": "inv_1, ha_1, nand2b_1, a21oi_1, o21a_1, o21a_1, a21oi_1",
        "critPathMaxStageDelay_ns": 0.65,
        "critical_path.max_fanout": 8,
        "critical_path_required_ns": 3.32,
        "r2r-start": "timer.count[0]$_SDFF_PP0_",
        "crit_family": "AND-OR/OR-AND gates",
        "arrival_ns": 2.30,
        "cp_num_cells": 7,
        "crit_type": "reg2reg",
        "reg2reg_slack_ns": 1.02,
        "rr_worst_depth": 7,
        "startpoint": "timer.count[0]$_SDFF_PP0_",
        "worst_setup_path_start_kind": "register",
        "crit_path_end": "workingData[5]$_SDFFCE_PN0P_",
        "r2r_end": "workingData[5]$_SDFFCE_PN0P_",
        "critPathCaptureType": "register",
        "crit_slowest_cell": "a21oi_1",
        "crit_buf_inv": 1,
    },
    "synth": {
        "ys.flops": 44,
        "avgSynthCellArea_um2": 10.4,
        "synth_top_area_share_pct": 26.3,
        "ys_top_cells_by_count": "dfxtp_1, nor2_1, nand2_1",
        "yosys_warnings": 4,
        "synth_dominant_cell_count": "dfxtp_1",
        "synth_cells": 204,
        "ys_area_um2": 2130,
        "top_cells_by_area": "dfxtp_1, edfxtp_1, ha_1, nor2_1, nand2_1",
        "synth_cell_types": 37,
        "yosysTopAreaCell": "dfxtp_1",
        "async_reset_ff_share_pct": 0,
        "synth-main-ff-cell": "dfxtp_1",
        "yosysCellCount": 204,
        "syn-cell-area_um2": 2130,
        "synth_seq_share_pct": 48.9,
        "edf_count": 16,
    },
    "placed_design": {
        "place_ws_ns": 1.02,
        "portBuffers": 9,
        "dp.cells": 308,
        "placed_cell_area_um2": 2330,
        "gp_congestion": 0.790,
        "dpl.hpwl_um": 2540,
    },
    "pwr": {
        "p_leak_nw": 0.931,
        "finalPower_mw": 1.15,
        "p_per_area_nw_per_um2": 471,
        "peakVddDrop_v": 0.000181,
    },
    "cts": {
        "cts-resized-gates": 0,
        "clock-sinks": 44,
        "clk_pin_slew_ns": 0.08,
        "insertion_delay_ns": 0.29,
        "cts_tree": "done",
        "numCtsBuffers": 5,
        "post-cts-setup-buffer-count": 0,
        "clockBufferDepth": 2,
        "htreeDepth": 2,
        "clock-root-buffer": "clkbuf_8",
        "postCtsHoldBufs": 0,
    },
    "global_route": {
        "grt_pass1_wl_um": 6110,
        "grt_pass1_vias": 1319,
        "grt-ovfl-total": 0,
        "grt_use_total_pct": 10.5,
        "grt_start_max_net_pins": 16,
        "antenna_found_initial": 0,
    },
    "worst_hold_path": {
        "min_path_type": "reg2reg",
    },
    "job": {
        "warnings": 28,
        "drv_cap": 0,
    },
}
## area by class of cell
cell class / count / area [µm²] / area share, %
multi-input cells: 149 / 1040 / 42.8
inverters: 10 / 37.5 / 1.54
clock inverters: 2 / 35.0 / 1.44
repair buffers: 9 / 90.1 / 3.69
clock buffers: 6 / 72.6 / 2.97
flip-flops and latches: 44 / 1040 / 42.7
well taps: 96 / 120 / 4.92
## layout by cell type, fill, tap and decap left out, types with 2 or more instances in the layout
cell type        Yosys  final
a21oi_1              8      8
ha_1                18     18
a32o_1               3      3
nand3_1              8      8
mux2i_4              2      2
and2_1               3      3
mux2i_1              3      3
nor2_1              23     23
and4_1               3      3
o21ai_1              2      2
nor3_1               5      5
and3_1               4      4
nor2b_1              2      2
nand2b_1             3      3
clkbuf_8             0      5
nand4_1              5      5
nand2_1             22     22
o21a_1               2      2
o21ai_0              5      5
edfxtp_1            16     16
clkdlybuf4s50_1      0      9
xor2_1               7      7
inv_1               10     10
xnor2_1              6      6
a32o_2               3      3
dfxtp_1             28     28
## logic make-up after synthesis
family | after synthesis | synth area share (%)
adder cells (fa/ha/maj) | 18 | 10.6
multiplexers | 6 | 4.05
AND-OR/OR-AND | 28 | 9.75
XOR/XNOR | 13 | 5.35
flip-flops | 44 | 48.9
buffers and inverters | 11 | 2.12
AND/OR/NAND/NOR | 84 | 19.3
## worst min path at each step
stage	cells after the start	slack [ns]	to	from
6_report	0	0.46	data[2]$_DFFE_PP_	workingData[2]$_SDFFCE_PN0P_
5_1_grt	0	0.48	data[7]$_DFFE_PP_	workingData[7]$_SDFFCE_PN0P_
4_1_cts	0	0.47	data[2]$_DFFE_PP_	workingData[2]$_SDFFCE_PN0P_
## power by group
part,total [mW],switching (mW),internal (mW)
clock network,0.391,0.173,0.218
logic,0.131,0.0620,0.0686
registers,0.626,0.0442,0.582
## metal layers
metal  track usage [%]  wire, µm  part of all wire (%)
met3              2.03       127                   3.6
met2              15.5      1440                    41
met4              1.52        71                   2.0
met5                 0         0                     0
met1              17.0      1890                    54
## registers in the layout, summed over array words and instances (netlist names)
name	count
bitCounter.count	4
timer.count	16
timerMaximum	3
state	2
workingData	8
timerReset	1
data	8
bitCountEnable	1
rxReg	1
No activity file was given, so power comes from the tool's default toggle rates.
