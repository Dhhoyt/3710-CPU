File: design.v
module sqrt(
    input wire [15:0] x,
    output wire [15:0] res
);
assign res[15:12] = 4'b0000;
wire [15:0] diff [10:0];
attemptSqrtSubtraction ass1 (.brought_down(x[15:14]), .x(8'b0),     .existing_answer(4'b0),      .res(diff[0]),  .subtract(res[11]));
attemptSqrtSubtraction ass2 (.brought_down(x[13:12]), .x(diff[0]),  .existing_answer(res[11:11]), .res(diff[1]),  .subtract(res[10]));
attemptSqrtSubtraction ass3 (.brought_down(x[11:10]), .x(diff[1]),  .existing_answer(res[11:10]), .res(diff[2]),  .subtract(res[9]));
attemptSqrtSubtraction ass4 (.brought_down(x[9:8]),   .x(diff[2]),  .existing_answer(res[11:9]),  .res(diff[3]),  .subtract(res[8]));
attemptSqrtSubtraction ass5 (.brought_down(x[7:6]),   .x(diff[3]),  .existing_answer(res[11:8]),  .res(diff[4]),  .subtract(res[7]));
attemptSqrtSubtraction ass6 (.brought_down(x[5:4]),   .x(diff[4]),  .existing_answer(res[11:7]),  .res(diff[5]),  .subtract(res[6]));
attemptSqrtSubtraction ass7 (.brought_down(x[3:2]),   .x(diff[5]),  .existing_answer(res[11:6]),  .res(diff[6]),  .subtract(res[5]));
attemptSqrtSubtraction ass8 (.brought_down(x[1:0]),   .x(diff[6]),  .existing_answer(res[11:5]),  .res(diff[7]),  .subtract(res[4]));
attemptSqrtSubtraction ass9 (.brought_down(2'b00),    .x(diff[7]),  .existing_answer(res[11:4]),  .res(diff[8]),  .subtract(res[3]));
attemptSqrtSubtraction ass10(.brought_down(2'b00),    .x(diff[8]),  .existing_answer(res[11:3]),  .res(diff[9]),  .subtract(res[2]));
attemptSqrtSubtraction ass11(.brought_down(2'b00),    .x(diff[9]),  .existing_answer(res[11:2]),  .res(diff[10]), .subtract(res[1]));
attemptSqrtSubtraction ass12(.brought_down(2'b00),    .x(diff[10]), .existing_answer(res[11:1]),  .subtract(res[0]));
endmodule
module attemptSqrtSubtraction(
    input wire [1:0] brought_down,     
    input wire [15:0] x,               
    input wire [15:0] existing_answer,  
    output wire [15:0] res,            
    output wire subtract               
);
wire [15:0] minuend = {x, brought_down};
wire [15:0] subtrahend = {existing_answer, 2'b01};
assign subtract = minuend >= subtrahend;
wire [15:0] difference = minuend - subtrahend;
assign res = subtract ? difference : minuend;
endmodule
File: run.sh
#!/bin/bash
# OpenROAD 26Q1-2900-gdf79404cd8, Yosys 0.63+post, stock flow scripts
make -C /OpenROAD-flow-scripts/flow DESIGN_CONFIG=/design/flow/config.mk WORK_HOME=/design/flow/orfs finish
File: config.mk
export PLATFORM = sky130hd
export DESIGN_NAME = sqrt
export DESIGN_NICKNAME = sqrt
export VERILOG_FILES = /design/flow/design.v
export SDC_FILE = /design/flow/constraint.sdc
export NUM_CORES = 4
export LEC_CHECK = 1
export CORE_UTILIZATION = 50
File: constraint.sdc
current_design sqrt

set clk_period 34.7
set clk_io_pct 0.2

create_clock -name clk0 -period $clk_period

set non_clock_inputs [all_inputs -no_clocks]
set_input_delay [expr $clk_period * $clk_io_pct] -clock clk0 $non_clock_inputs
set_output_delay [expr $clk_period * $clk_io_pct] -clock clk0 [all_outputs]
==> out/results.txt <==
Slew headroom -> 0.4386
tally of unique sky130hd cells used after synthesis -> 95
Area Growth Syn to Fin -> 27.39%
final worst slack -> 1178 ps
Worst Path Required -> 27760 ps
minimum setup slack after placement -> -932.6 ps
leakage power -> 3.425 nW
Log Warnings -> 40
share of total power in the clock network -> 0
total power divided by cell area -> 94.50 nW/µm²
pin count of the biggest net entering global routing -> 18
detailed-route vias per instance -> 6.012
proportion of netlist area held by the largest area contributor -> 0.1646
final global-route overflow total -> 0
GP Congestion -> 0.9565
final HPWL from detailed placement -> 14.53 mm
fmax -> 29.83 MHz
min-delay worst type -> in2out
Netlist Area Pre-Place -> 5929 µm²
switching power as a share of total power -> 0.5377
actual transition at the worst max-transition pin -> 831.2 ps
standard-cell row count -> 39
yosys cell count -> 871
Critical-path top delay cell -> o41ai_1
sequential cells -> 0
Slew Limit Fails -> 0
part of the power in registers -> 0
GRT Resource Usage Total -> 0.2869
number of remaining DRC errors -> 0
critical path startpoint category -> primary input
final-layout fill cell count -> 974
element type at the critical path end -> primary output
Final setup viols -> 0
period utilisation layout -> 0.9661
count of antenna-violating nets left after detailed routing -> 0
Port Buffers -> 28
Pre-Place Util -> 0.5171
worst hold slack -> 14670 ps
switching component of the power -> 383.8 µW
detailed-route via count -> 6775
status -> finished clean
critical path arrival -> 26580 ps
combinational share of power -> 1.000
post-synth area from yosys stat -> 5929 µm²
flip-flop and latch area -> 0 µm²
number of global-route vias before repair -> 6086
Internal Power -> 330.0 µW
hold path startpoint -> x[15]
fraction of layout instances using a drive strength above 1 -> 0.2652
overall routed net length -> 17.86 mm
number of clock buffers in the layout -> 0
Max IR drop VDD -> 0.09420 mV
Post-synth seq share -> 0
global-route wire length before repair -> 29.35 mm
detailed-router iteration count before antenna repair -> 5
final core utilization -> 0.6587
count of cells along the worst hold path -> 3
average size of a mapped cell -> 6.808 µm²
Main area contributors -> ha_1 16%, xnor2_1 7.7%, a21oi_1 6.8%, nor2_1 6.1%, nand2_1 3.7%
# diodes -> 0
antenna violations before repair -> 0
total power draw -> 713.8 µW
die area -> 12300 µm²
Top Ports -> 32
final hold vios -> 0
DIE WIDTH -> 110.9 µm
cell mode on critical path -> a21oi_2
Die Height -> 110.9 µm
max-cap violation count -> 0
instance count of the mapped netlist -> 871
iteration-0 DRC count of the detailed router -> 418
total negative slack for setup checks -> 0 ps
Worst Hold Path EP -> res[11]
tally of yosys warning messages -> 1
Final Critical Period -> 33520 ps
most area-hungry cell type in the Yosys netlist -> ha_1
core region area -> 11470 µm²
Max Fanout on Critical Path -> 17
post-detailed-route wirelength per cell -> 15.85 µm
number of hold-repair buffers added at the cts stage -> 0
kind of critical path -> in2out
worst stage delay on the critical path -> 750 ps
[logic make-up after synthesis]
kind of cell | share of synthesized area
simple gates | 0.2779
compound gates | 0.3214
buf+inv | 0.08546
fa+ha+maj | 0.1713
xor+xnor | 0.09454
mux | 0.04811
other cells | 0.001267
[how the worst max path moves through the flow]
stage          from      to  cells after the start
CTS           x[12]  res[0]                    117
global route  x[12]  res[0]                    123
finish        x[12]  res[0]                    111
[stage by stage]
stage               instances  area, µm²
finish                   1127       7553
global route             1127       7553
CTS                      1105       7117
detailed placement       1088       6878
global placement         1088       6878
floorplan                 874       6048
[cells in the mapped netlist (5+ instances only)]
cell type   n
o21ai_1     5
and2_1      5
inv_2       6
o211ai_1   14
clkbuf_1   13
ha_1       78
nor2b_1     8
a211oi_1    6
o21a_1     11
o21ai_0    42
mux2i_1    12
nand3_1    23
nor2_1     96
nand4_1     7
nand2b_1   10
a211o_1     5
nor3b_1     5
nor4_1      9
nor3_1     23
xor2_1     12
xnor2_1    52
o31ai_1     8
buf_2       7
a22oi_1     5
buf_4      19
a21o_1     22
or2_2      10
mux2_2      9
a22o_1      5
o21bai_1   14
inv_1      56
and3_1      8
a21oi_1    80
a31oi_1    10
nand2_1    58
or3_1       5
[power groups by stage]
stage,combinational (mW),clock [mW],sequential (mW)
4_1_cts,0.671,0,0
5_1_grt,0.789,0,0
6_report,0.714,0,0
[cell usage in the layout, fill, tap and decap left out, types with 10 or more instances in the layout]
master and instances:
nand3_1 22, clkdlybuf4s50_1 24, xnor2_1 50, nand2_1 56, a21oi_1 58, inv_1 52, or2_2 10, nor2_1 86
o21a_1 11, a21o_1 22, xor2_1 12, o211ai_1 14, buf_4 120, mux2i_1 11, nor2_2 10, o21bai_1 13
ha_1 67, a21oi_2 20, o21ai_0 35, nand2b_1 10, nor3_1 22
[routing by layer]
layer / wire (µm) / track usage / vias up
met5: 0 / 0 / -
met4: 385 / 0.04533 / 0
met3: 792 / 0.008919 / 31
met2: 7896 / 0.4696 / 184
met1: 8786 / 0.4271 / 3097
li1: - / - / 3463
[worst max-delay path, delay by kind of cell]
family | cells | cell delay [ps]
xor+xnor | 2 | 490
buf+inv | 17 | 2130
compound gates | 39 | 6350
mux | 5 | 1500
fa+ha+maj | 12 | 3030
simple gates | 36 | 6100
[final cells by class]
| cell class | instances | area [µm²] | share of cell area |
|---|---|---|---|
| inverters | 65 | 261.5 | 0.03462 |
| multi-input cells | 767 | 5883 | 0.7789 |
| well taps | 143 | 178.9 | 0.02369 |
| repair buffers | 152 | 1230 | 0.1628 |
[timing repair]
item                       in CTS  in global routing
cloned                          0                  1
setup buffers                  17                 21
setup endpoints to repair       1                  2
gates resized                  19                 76
pin swaps                      14                 54
Power is estimated from default activity; no workload was simulated.
