==> flow/design.v <==
module leftShift(
    input wire [15:0] x,
    input wire [3:0] shift_amount,
    output reg [15:0] res
);
always @ (*) begin
    case(shift_amount)
        4'b0000: res = x << 0;
        4'b0001: res = x << 1;
        4'b0010: res = x << 2;
        4'b0011: res = x << 3;
        4'b0100: res = x << 4;
        4'b0101: res = x << 5;
        4'b0110: res = x << 6;
        4'b0111: res = x << 7;
        4'b1000: res = x << 8;
        4'b1001: res = x << 9;
        4'b1010: res = x << 10;
        4'b1011: res = x << 11;
        4'b1100: res = x << 12;
        4'b1101: res = x << 13;
        4'b1110: res = x << 14;
        4'b1111: res = x << 15;
        default: res = 0;
    endcase
end
endmodule
==> flow/run.sh <==
#!/bin/bash
# OpenROAD 26Q1-2900-gdf79404cd8, Yosys 0.63+post, stock flow scripts
make -C /OpenROAD-flow-scripts/flow DESIGN_CONFIG=/design/flow/config.mk WORK_HOME=/design/flow/orfs finish
==> flow/config.mk <==
export PLATFORM = sky130hd
export DESIGN_NAME = leftShift
export DESIGN_NICKNAME = leftShift
export VERILOG_FILES = /design/flow/design.v
export SDC_FILE = /design/flow/constraint.sdc
export NUM_CORES = 4
export LEC_CHECK = 1
export CORE_AREA = 10 10 87 87
export DIE_AREA = 0 0 97 97
==> flow/constraint.sdc <==
current_design leftShift

set clk_period 3.5
set clk_io_pct 0.2

create_clock -name clk0 -period $clk_period

set non_clock_inputs [all_inputs -no_clocks]
set_input_delay [expr $clk_period * $clk_io_pct] -clock clk0 $non_clock_inputs
set_output_delay [expr $clk_period * $clk_io_pct] -clock clk0 [all_outputs]
==> results.txt <==
RSZ-0062 raised after global routing: no
DR WL/cell: 18.6 um
Slew HR: 72.5%
Yosys Warn Count: 1
Setup TNS: 0 ps
Achievable clock frequency: 295 MHz
Sequential cell area: 0 um^2
GPL Wtd Cong: 0.989
Worst path top cell family by delay: buffers and inverters
TritonRoute pass-1 iters: 5
Init Core Util: 22.6%
Mapped Area: 1280 um^2
Mean Syn Cell Area: 6.23 um^2
Antenna Nets Post-Route: 0
Area after DPL: 1790 um^2
Final Hold Fails: 0
Core Box Area: 5640 um^2
Die span in x: 97 um
Flop Count: 0
Req. time, crit path: 2800 ps
Max_cap viols: 0
Global-route wire length before repair: 9140 um
Leak Pwr: 0.763 nW
CP arrival: 2690 ps
Vias/cell: 5.61
Max VDD drop: 66.7 uV
Vias: 1795
Worst setup path endpoint: res[13]
Die height: 97 um
Total GRT Usage: 11.1%
Cell mode on critical path: clkdlybuf4s50_1
CP bufs+invs: 2
Worst Setup SP: x[4]
Initial DRC Count: 275
Yosys cell types: 51
Share of cells above drive strength 1: 16.1%
Crit-path cells: clkdlybuf4s50_1, nand2_1, mux2_2, nor2_1, o22ai_1, a21oi_1, clkdlybuf4s50_1
Number of global-route vias before repair: 1733
I/O pin total: 36
Final Cycle Share: 96.8%
Final non-filler cell area: 1890 um^2
Aggregate routed wire length: 5950 um
Port Buffers: 36
CP Capture Type: primary output
Final setup fails: 0
Post-synthesis sequential area ratio: 0%
Yosys Chip Area: 1280 um^2
Period minus WS final: 3390 ps
Slowest-stage cell, CP: clkdlybuf4s50_1
Pin count of the biggest net entering global routing: 33
Die Area: 9410 um^2
WS Path Type: in -> out
Stages on the worst setup path: 7
FILL cells: 615
Power Density: 132 nW/um^2
Grt ovf: 0
Worst-Margin Slew: 412 ps
Row cnt: 27
Finished Layout Cells: 320
Area delta synth->final: 48.2%
Logic area: 1080 um^2
OpenROAD warning count: 32
Post-CTS Setup Bufs: 0
Antenna Cells: 0
Initial antenna violation count: 0
Mapped Cells: 205
Dpl hpwl: 4210 um
Crit Path Max Fanout: 8
Outcome: completed
Hold crit path type: in -> out
Final count of pins violating max slew: 0
# DRC: 0
Cts hold-fix bufs: 0
Max stage delay on crit path: 720 ps
Placed Cells: 317
Clock buffers: 0
Critical Path Source Type: primary input
Yosys cell count: 205
## Yosys cell counts, types with 4 or more instances
master	instances	share of area (%)
buf_6	4	3.5
inv_1	7	2.1
mux2i_1	7	5.5
o21ai_0	11	4.3
o31ai_1	4	2.4
a21oi_1	18	7.1
nor3_1	4	1.6
nand3_1	11	4.3
nand2_1	25	7.4
o211ai_1	4	2.4
a211oi_1	6	3.5
nor2_1	19	5.6
buf_2	9	3.5
and2_1	4	2.0
o221ai_1	5	3.4
buf_4	5	2.9
o22ai_1	8	3.9
nand2b_1	6	2.9
## report_power, final
| group | leakage (nW) | total [mW] | switching, mW | internal [mW] |
|---|---|---|---|---|
| clock network | 0 | 0 | 0 | 0 |
| registers | 0 | 0 | 0 | 0 |
| logic | 0.763 | 0.249 | 0.121 | 0.128 |
| total | 0.763 | 0.249 | 0.121 | 0.128 |
## layout make-up
| type | instances | share of cell area (%) |
|---|---|---|
| repair buffers | 65 | 36.3 |
| well taps | 72 | 4.76 |
| inverters | 9 | 1.92 |
| multi-input cells | 174 | 57.0 |
## placed cells by master, fill, tap and decap left out, drive strengths merged, types with 2 or more instances in the layout
| cell type | instances |
|---|---|
| mux2i | 7 |
| and2 | 4 |
| nor2 | 19 |
| o2bb2a | 2 |
| mux2 | 3 |
| dlymetal6s2s | 6 |
| nand2b | 6 |
| o211ai | 4 |
| a32oi | 3 |
| o2bb2ai | 2 |
| o21a | 2 |
| clkdlybuf4s50 | 30 |
| inv | 9 |
| clkbuf | 3 |
| nand3 | 11 |
| o31ai | 4 |
| and2b | 2 |
| buf | 26 |
| nand2 | 25 |
| nor2b | 3 |
| o21ai | 14 |
| a211oi | 6 |
| nor3 | 4 |
| a221oi | 2 |
| a21oi | 18 |
| a2111oi | 2 |
| o221ai | 5 |
| nand3b | 2 |
| o22ai | 8 |
## how the worst min path moves through the flow
| stage | startpoint | end | depth (start not counted) |
|---|---|---|---|
| CTS | x[12] | res[12] | 4 |
| global route | x[0] | res[0] | 3 |
| finish | x[0] | res[0] | 3 |
## cell families (layout without fill, tap and decap cells)
family	Yosys count	count (layout)	synth area share, %
muxes	10	10	8.14
and+or+nand+nor	81	81	30.4
buffers and inverters	31	74	16.0
AOI/OAI and AO/OA	83	83	45.5
## per-layer routing
layer	share of wire, %	GRT usage, %	up-vias
met1	45	16.2	828
met5	0	0	-
met2	45	16.9	96
met3	8.7	1.86	8
li1	-	-	863
met4	1.2	1.58	0
## per-stage QoR
step	hold WS, ps	utilization, %	power (mW)	worst slack [ps]
global route	2270	33.5	0.271	58.2
finish	2210	33.5	0.249	114
CTS	2420	31.7	0.236	8.02
floorplan	1460	-	0.125	1230
global placement	2410	31.7	0.239	6.11
detailed placement	2410	31.7	0.234	6.24
## repair_timing
action / CTS / global route
hold endpoints to repair: 0 / 0
setup endpoints to repair: 0 / 6
resized: 0 / 12
Power is estimated from default activity; no workload was simulated.
