==> ./config.mk <==
export PLATFORM = sky130hd
export DESIGN_NAME = alu
export DESIGN_NICKNAME = alu
export VERILOG_FILES = /design/flow/design.v
export SDC_FILE = /design/flow/constraint.sdc
export NUM_CORES = 4
export LEC_CHECK = 1
export CORE_UTILIZATION = 30
==> ./constraint.sdc <==
current_design alu

set clk_period 19.6
set clk_io_pct 0.2

create_clock -name clk0 -period $clk_period

set non_clock_inputs [all_inputs -no_clocks]
set_input_delay [expr $clk_period * $clk_io_pct] -clock clk0 $non_clock_inputs
set_output_delay [expr $clk_period * $clk_io_pct] -clock clk0 [all_outputs]
==> ./design.v <==
module datapath 
    (input clock, reset,
     input [1:0] alu_a_select,
     input [1:0] alu_b_select,
     input [2:0] alu_operation,
     input program_counter_write_enable,
     input [1:0] program_counter_select,
     input status_write_enable,
     input instruction_write_enable,
     output [15:0] instruction,
     input register_write_enable,
     input [3:0] register_write_data_select,
     input raycast_write_enable,
     input [3:0] raycast_write_select,
     input [15:0] memory_read_data,
     input [1:0] memory_address_select,
     input [2:0] memory_offset,
     output [15:0] memory_address,
     output [15:0] memory_write_data);
    parameter ALU_A_PROGRAM_COUNTER = 3'b000;
    parameter ALU_A_SOURCE = 3'b001;
    parameter ALU_A_IMMEDIATE_SIGN_EXTENDED = 3'b010;
    parameter ALU_A_IMMEDIATE_ZERO_EXTENDED = 3'b011;
    parameter ALU_A_SHIFT_SOURCE = 3'b100;
    parameter ALU_A_SHIFT_IMMEDIATE = 3'b101;
    parameter ALU_B_DESTINATION = 1'b0;
    parameter ALU_B_CONSTANT_ONE = 1'b1;
    parameter EQ = 4'b0000;
    parameter NE = 4'b0001;
    parameter GE = 4'b1101;
    parameter CC = 4'b0011;
    parameter HI = 4'b0100;
    parameter LS = 4'b0101;
    parameter LO = 4'b1010;
    parameter HS = 4'b1011;
    parameter GT = 4'b0110;
    parameter LE = 4'b0111;
    parameter FS = 4'b1000;
    parameter FC = 4'b1001;
    parameter LT = 4'b1100;
    parameter UC = 4'b1110;
    parameter IT = 4'b1111;
    parameter ZERO = 4'd6;
    parameter NEGATIVE = 4'd7;
    parameter LOW = 4'd2;
    parameter FLAG = 4'd5;
    parameter CARRY = 4'd0;
    localparam CONSTANT_ONE =  16'b1;
    wire [15:0] program_counter;
    wire [15:0] program_counter_next, 
                alu_a, alu_b, alu_d, 
                source, destination, register_write_data,
                status;
    wire [15:0] sin_value, cos_value;
    wire [15:0] distance, tuvx;
    wire intersection;
    reg condition;
    reg [15:0] raycast_register[8:0];
    wire [3:0] register_address_destination = instruction[11:8];
    wire [3:0] register_address_source = instruction[3:0];
    wire [7:0] immediate = instruction[7:0];
    wire [15:0] immediate_sign_extended = { {8{immediate[7]}}, immediate };
    wire [15:0] immediate_zero_extended = { 8'h00, immediate };
    wire [15:0] immediate_upper = { immediate, destination[7:0] };
    wire negative, zero, flag, low, carry;
    wire [15:0] immediate_sign_extended_condition = condition ? immediate_sign_extended : 16'd1;
    wire [15:0] source_condition = condition ? source : 16'b0;
    wire [15:0] program_counter_increment = program_counter + 16'd1;
    wire [15:0] program_counter_condition = condition ? source : program_counter_increment;
    wire [15:0] destination_with_offset = destination + memory_offset;												
    flop_enable_reset #(16) program_counter_register
        (clock, reset, program_counter_write_enable, program_counter_next, program_counter);
    flop_enable_reset #(16) instruction_register
        (clock, reset, instruction_write_enable, memory_read_data, instruction);
    flop_enable_reset #(16) status_register
        (clock, reset, status_write_enable, 
         { 4'b0,  
           4'b0,  
           negative,
           zero,
           flag,
           2'b0,  
           low, 
           1'b0,  
           carry },
         status);
    mux4 #(16) program_counter_mux(program_counter_increment, alu_d, 
                                   program_counter_condition, program_counter_condition,
                                   program_counter_select, program_counter_next);
    mux4 #(16) alu_a_mux(program_counter, source, immediate_sign_extended, immediate_zero_extended,
                         alu_a_select, alu_a);
    mux4 #(16) alu_b_mux(destination, CONSTANT_ONE, immediate_sign_extended_condition, source_condition,
                         alu_b_select, alu_b);
    mux16 #(16) register_write_data_mux(alu_d, source, immediate_zero_extended, immediate_upper,
                                        memory_read_data, program_counter_increment, sin_value, cos_value,
                                        distance, tuvx, 16'd0, 16'd0,
                                        register_write_data_select, register_write_data);
    mux4 #(16) memory_address_select_mux(program_counter, source, 
					 destination_with_offset, destination_with_offset,
                                         memory_address_select, 
                                         memory_address);
    assign memory_write_data = destination;
    always @(*) begin
        case (register_address_destination)
            EQ: condition <= status[ZERO];
            NE: condition <= !status[ZERO];
            GE: condition <= status[NEGATIVE] || status[ZERO];
            CC: condition <= status[CARRY];
            HI: condition <= !status[CARRY];
            LS: condition <= status[LOW];
            LO: condition <= !status[LOW];
            HS: condition <= !status[LOW] && !status[ZERO];
            GT: condition <= status[NEGATIVE];
            LE: condition <= !status[NEGATIVE];
            FS: condition <= status[FLAG];
            FC: condition <= !status[FLAG];
            LT: condition <= !status[NEGATIVE] && !status[ZERO];
	    FC: condition <= !status[FLAG];
	    IT: condition <= intersection;
            UC: condition <= 1'b1;
            default: condition <= 1'b0;
        endcase
    end
    alu alu1(alu_a, alu_b, alu_operation, alu_d,
             carry, low, flag, zero, negative);
    sin_cos trig_unit(.angle(destination), .sine(sin_value), .cosine(cos_value));
    register_file register_file1
        (clock, register_write_enable,
         register_address_source,
         register_address_destination,
         register_address_destination,
         register_write_data, 
         source, destination);
    always @ (posedge clock) begin
	if (raycast_write_enable) begin
	    case (raycast_write_select)
		4'b0000: begin raycast_register[0] <= destination; raycast_register[1] <= source; end
		4'b0001: begin raycast_register[0] <= destination; raycast_register[1] <= source; end
		4'b0010: begin raycast_register[2] <= destination; raycast_register[3] <= source; end
		4'b0011: begin raycast_register[2] <= destination; raycast_register[3] <= source; end
		4'b0100: raycast_register[4] <= memory_read_data;
		4'b0101: raycast_register[5] <= memory_read_data;
		4'b0110: raycast_register[6] <= memory_read_data;
		4'b0111: raycast_register[7] <= memory_read_data;
		4'b1000: raycast_register[8] <= memory_read_data;	
	    endcase
	end
    end
    rayCast rc(raycast_register[0], raycast_register[1], 
	       raycast_register[2], raycast_register[3], 
	       raycast_register[4], raycast_register[5], 
	       raycast_register[6], raycast_register[7],
	       raycast_register[8],
	       intersection,
	       distance, tuvx);
endmodule
module alu
    (input [15:0] a, b,
     input [2:0] f,
     output reg [15:0] d,
     output reg carry, output reg low, output reg flag, output reg zero, output reg negative
);
    parameter ADD = 3'b000;
    parameter SUBTRACT = 3'b001;
    parameter COMPARE = 3'b010;
    parameter AND = 3'b011;
    parameter OR = 3'b100;
    parameter XOR = 3'b101;
    parameter SHIFT = 3'b110;
    parameter MULTIPLY = 3'b111;
    reg [16:0] t;  
    reg [31:0] m;  
    wire [16:0] ae = {1'b0, a};  
    wire [16:0] be = {1'b0, b};
    wire overflow_detect = (a[15] == b[15]) && (d[15] != a[15]);
    always @(*)
        begin
            carry <= 0; 
            low <= 0; 
            flag <= 0;
            zero <= 0; 
            negative <= 0;
            m = 0; 
            t = 0;
            case (f)
                ADD: 
                    begin
                        t = ae + be;
                        d = t[15:0];
                        carry <= t[16];
                        flag <= overflow_detect;
                        zero <= (d == 16'b0);
                    end
                SUBTRACT: 
                    begin
                        t = ae - be;
                        d = t[15:0];
                        carry <= t[16];
                        flag <= ~overflow_detect;
                        zero <= (d == 16'b0);
                    end
                COMPARE:
                    begin
                        t = ae - be;
                        d = t[15:0];
                        zero <= (a == b);
                        low <= (a < b);
                        negative <= ($signed(a) < $signed(b));
                    end
                AND:
                    begin
                        d <= a & b;
                    end
                OR:
                    begin
                        d <= a | b;
                    end
                XOR:
                    begin
                        d <= a ^ b;
                    end
                SHIFT:
                    begin
                        d <= a[0] ? b << 1 : b >> 1;
                    end
                MULTIPLY:
                    begin
                        m = $signed(a) * $signed(b);
                        d = m[23:8];
                    end
                default:
                    begin
                        d <= 0;
                    end
            endcase
        end
endmodule
module register_file 
    (input clock,
     input write_enable,
     input [3:0] read_address1, read_address2, write_address,
     input [15:0] write_data,
     output [15:0] read_data1, read_data2);
    reg [15:0] registers [15:0];
    integer i;
    initial begin
        for (i = 0; i < 16; i = i+1) registers[i] = 0;
    end
    always @(posedge clock)
        if (write_enable) registers[write_address] <= write_data;
    assign read_data1 = registers[read_address1];
    assign read_data2 = registers[read_address2];
endmodule
==> ./run.sh <==
#!/bin/bash
# OpenROAD 26Q1-2900-gdf79404cd8, Yosys 0.63+post, stock flow scripts
make -C /OpenROAD-flow-scripts/flow DESIGN_CONFIG=/design/flow/config.mk WORK_HOME=/design/flow/orfs finish
==> results.txt <==
WP data arrival: 11980 ps
Slew @ Worst Pin: 901 ps
crit path cell chain: clkdlybuf4s50_1 > clkinv_1 > nor2_1 > fa_1 > inv_1 > fa_1 > fa_1 > inv_1 > fa_1 > fa_1 > inv_1 > fa_1 > inv_1 > ha_1 > o21ai_0 > a211o_1 > o41ai_1 > a211oi_1 > o21a_1 > o21a_1 > nor3_1 > o31ai_1 > o211ai_1 > clkdlybuf4s50_1
chip area: 0.0348 mm^2
Post-Syn Area: 0.0102 mm^2
Die Y: 187 um
Worst Hold Class: primary input to output pin
# resized after CTS: 0
Yosys chip area: 0.0102 mm^2
Yosys top cell by instances: inv_1
placed cell count: 1774
Final Cell Area: 0.0112 mm^2
RePlAce Congestion: 0.997
I/O pin count: 56
Die X: 187 um
RSZ-0062 raised after global routing: false
Post-DP Area: 0.0112 mm^2
Setup WS pre-CTS: 3790 ps
largest net degree at the start of global routing: 28
Synth-to-Final Area Change: 9.72%
final hold violation count: 0
Top cell area share: 36.8%
area leader, netlist: fa_1
mean routed wirelength per cell: 19.4 um
DRC: 0
filler instances: 3573
via/cell ratio: 5.15
Worst Setup End Kind: output pin
Peak supply drop: 0.162 mV
DRT Pass-1 Iters: 5
synthesized instance count: 1312
leakage: 5.46 nW
Req. time, crit path: 15680 ps
CP Max Fanout: 10
ANT nets after route: 0
Finished Layout Cells: 1774
critical path type: primary input to output pin
slew margin rel.: 39.8%
input/output buffers: 56
Floorplan Utilization: 30.5%
vias: 9138
crit start category: primary input
max cap viols: 0
row cnt: 67
Tool Warnings: 64
final wirelength: 34300 um
Stages on worst setup path: 24
cycle use final: 81.1%
Buf+Inv Stages, Crit Path: 7
Power Density: 163 mW/mm^2
synth warn: 1
antenna diode count: 0
yosys cell count: 1312
Top cells by area: fa_1 37%, ha_1 14%, inv_1 11%
clock period minus worst slack: 15900 ps
# setup viols final: 0
clock buf count: 0
total global-route track usage: 21.2%
final setup TNS: 0 ps
max-slew violations: 0
top cells by count: 290 x inv_1, 188 x fa_1, 156 x nor2_1
Post-CTS Hold Fix Bufs: 0
hold path start: f[2]
HPWL after detailed placement: 28500 um
post-synthesis average cell area: 7.79 um^2
Hold EP: low
cell mode on critical path: fa_1
initial DRC count: 616
Seq. cell area: 0 um^2
Synth cell types: 70
first-pass GRT wire length: 55000 um
Final WS setup: 3700 ps
seq_cells: 0
layout cells sized above 1: 2.41%
core area: 0.0335 mm^2
CP peak stage delay: 940 ps
status: completed
grt ovf: 0
vias in the first global route: 9548
FMAX: 0.0629 GHz
Top delay family on crit path: adder cells
post-CTS setup buffers: 0
hold path depth: 4
Synth Seq Share: 0%
antenna violations before repair: 0
Worst path slowest cell: clkdlybuf4s50_1
[cells by family (layout without fill, tap and decap cells)]
group	Yosys count	count (layout)	share of synthesized area [%]
xor gates and xnor gates	47	47	4.16
adders and majority gates	306	306	51.3
buffers and inverters	358	372	13.4
AOI/OAI and AO/OA	229	229	15.1
muxes	5	5	0.551
and+or+nand+nor	367	367	15.5
[worst max-delay path by stage]
stage	end	from	slack (ps)
finish	flag	a[9]	3700
global route	d[15]	a[9]	3370
CTS	flag	a[9]	3780
[report_power, final]
group          internal (mW)  switching, mW  leakage, nW  total (mW)
clock                      0              0            0           0
combinational          0.759           1.07         5.46        1.83
sequential                 0              0            0           0
total                  0.759           1.07         5.46        1.83
[cells in the final DEF, fill, tap and decap left out, types with 4 or more instances in the layout]
master	synthesis	final
o21bai_1	4	4
ha_1	118	118
clkinv_1	10	10
nand4_1	4	4
or3_1	6	6
a21boi_0	5	5
clkdlybuf4s50_1	0	56
nor4_1	7	7
a2111oi_0	5	5
a21oi_1	64	64
xor2_1	11	11
nor3_1	23	23
and3_1	4	4
nand3_1	9	9
nand2_1	127	127
or2_2	6	6
o21a_1	9	9
nor2b_1	5	5
nor2_1	156	156
o21ai_0	34	34
a21o_1	14	14
fa_1	188	188
a31oi_1	5	5
nand2b_1	8	8
xnor2_1	35	35
o22ai_1	8	8
o211ai_1	13	13
buf_4	0	14
o221ai_1	10	10
o21ai_1	4	4
a221o_1	6	6
inv_1	290	290
a211oi_1	19	19
[layout make-up]
class	instances	area, um^2	share of cell area [%]
inverter	302	1130	10.1
multi-input combinational	954	8850	79.0
tap	448	561	5.00
timing repair buffer	70	666	5.94
[stage by stage]
step | utilization [%] | hold slack (ps) | power (mW)
2_1_floorplan | - | 7970 | 1.29
3_3_place_gp | 33.4 | 9130 | 1.81
3_5_place_dp | 33.4 | 9120 | 1.82
4_1_cts | 33.4 | 9140 | 1.83
5_1_grt | 33.4 | 9200 | 2.06
6_report | 33.4 | 9150 | 1.83
[worst min-delay path, stage by stage]
cell	delay [ps]
clkdlybuf4s50_1	460
buf_4	320
a2111oi_0	130
clkdlybuf4s50_1	400
[layer usage]
layer	global-route usage, %	wire length, um
met4	3.81	765
met2	33.1	15700
met3	6.99	3410
met5	0	0
met1	29.7	14400
Power is estimated from default activity; no workload was simulated.
